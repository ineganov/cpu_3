--- design/flow/config.mk ---
export PLATFORM = sky130hd
export DESIGN_NAME = shift_reg_lf
export DESIGN_NICKNAME = shift_reg_lf
export VERILOG_FILES = /design/flow/design.v
export SDC_FILE = /design/flow/constraint.sdc
export NUM_CORES = 4
export LEC_CHECK = 1
export CORE_AREA = 10 10 70 70
export DIE_AREA = 0 0 80 80
--- design/flow/run.sh ---
#!/bin/bash
# OpenROAD 26Q1-2900-gdf79404cd8, Yosys 0.63+post, stock flow scripts
make -C /OpenROAD-flow-scripts/flow DESIGN_CONFIG=/design/flow/config.mk WORK_HOME=/design/flow/orfs finish
--- design/flow/design.v ---
module ffd #( parameter WIDTH = 32)
            ( input                  CLK, 
              input                  RESET,
              input                  EN,
              input      [WIDTH-1:0] D,
              output reg [WIDTH-1:0] Q );
always_ff @(posedge CLK)
  if (RESET)  Q <= 0;
  else if(EN) Q <= D;
endmodule
module mux2 #(parameter WIDTH = 32)
             ( input             S,
               input [WIDTH-1:0] D0,
               input [WIDTH-1:0] D1,
               output[WIDTH-1:0] Y);
assign Y = S ? D1 : D0;
endmodule
module mux4 #(parameter WIDTH = 32)
             ( input [1:0] S,
               input [WIDTH-1:0] D0, D1, D2, D3,
               output[WIDTH-1:0] Y);
assign Y = S[1] ? (S[0] ? D3 : D2)
                : (S[0] ? D1 : D0);
endmodule
module mux8 #(parameter WIDTH = 32)
             ( input [2:0]       S,
               input [WIDTH-1:0] D0, D1, D2, D3, D4, D5, D6, D7,
               output[WIDTH-1:0] Y);
assign Y = S[2] ? (S[1] ? (S[0] ? D7 : D6) :
                          (S[0] ? D5 : D4)):
                  (S[1] ? (S[0] ? D3 : D2) :
                          (S[0] ? D1 : D0));
endmodule
module signext( input  [15:0] a,
                output [31:0] y );
assign y = {{16{a[15]}}, a};
endmodule
module immed_extend( input      [1:0] sel,
                     input      [15:0] immed,
                     output reg [31:0] immed_extend );
always@(*)
  case(sel)
  2'b00:   immed_extend = {{16{immed[15]}}, immed};  
  2'b01:   immed_extend = {16'd0, immed};        
  2'b10:   immed_extend = 32'd0;                 
  default: immed_extend = {immed, 16'd0};        
  endcase
endmodule
module sl2 (input  [31:0] a,
            output [31:0] y );
assign y = {a[29:00], 2'b00};
endmodule
module sync (  input  CLK,
               input  IN,
               output OUT );
reg [1:0] v;
always_ff @(posedge CLK)
  v <= {v[0], IN};
assign OUT = v[1];
endmodule
module edetect (  input  CLK,
                  input  IN,
                  output POS,
                  output NEG );
reg [1:0] v;
always@(posedge CLK)
  v <= {v[0], IN};
assign POS = v[0] & (~v[1]); 
assign NEG = v[1] & (~v[0]); 
endmodule
module hystheresis (  input  CLK,
                      input  RESET,
                      input  IN,
                      output OUT );
reg [3:0] sr;
reg       val;
always_ff @(posedge CLK)
  if(RESET)
    begin
    sr <= 4'd0;
    val <= 1'b0;
    end
  else
    begin
    sr <= {sr[2:0], IN};
    if     (sr == '1)       val <= 1'b1;
    else if(sr == '0)       val <= 1'b0;
    else                    val <= val;
    end
assign OUT = val;
endmodule
module counter #(parameter SIZE = 8) (  input             CLK,
                                        input             RESET,
                                        input             EN,
                                        output [SIZE-1:0] OUT );
logic [SIZE-1:0] cnt;
always_ff@ (posedge CLK)
  if(RESET)
    cnt <= '0;
  else if(EN) cnt <= cnt + 1'b1;
assign OUT = cnt;
endmodule
module shift_reg_lf #(parameter SIZE = 8) ( input             CLK,
                                            input             RESET,
                                            input             IN,
                                            input             EN,
                                            output [SIZE-1:0] OUT );
logic [SIZE-1:0] sreg;
always_ff@ (posedge CLK)
  if(RESET)   sreg <= '0;
  else if(EN) sreg <= {IN, sreg[SIZE-1:1]}; 
assign OUT = sreg;
endmodule
--- design/flow/constraint.sdc ---
current_design shift_reg_lf

set clk_period 1.0
set clk_io_pct 0.2

create_clock -name clk0 -period $clk_period [get_ports {CLK}]

set non_clock_inputs [all_inputs -no_clocks]
set_input_delay [expr $clk_period * $clk_io_pct] -clock clk0 $non_clock_inputs
set_output_delay [expr $clk_period * $clk_io_pct] -clock clk0 [all_outputs]
==> load_flow_metrics.sql <==
-- load yosys + openroad results
INSERT INTO impl_metrics (metric_group, metric, value, unit) VALUES
('clocking', 'clockRootBuffer', 'sky130_fd_sc_hd__clkbuf_4', ''),
('drt', 'route.final.wire_length', '744', 'um'),
('synth', 'postSynthCellCount', '26', ''),
('critical_path', 'worst_ep_arrival_time', '0.74', 'ns'),
('critical_path', 'timing.critical_path.fanout_max', '2', ''),
('power', 'power.static_leakage', '0.2405', 'nW'),
('global_routing', 'overflow', '0', ''),
('clocking', 'cts_inserted_buffers', '3', ''),
('final_timing', 'slew-limit-headroom', '80.74', '%'),
('drt', 'avgRoutedWirePerCell', '8.176', 'um'),
('drt', 'vias_per_cell', '2.626', ''),
('synth', 'synth-area-yosys', '285.3', 'um^2'),
('cells_and_area', 'num-fill-cells', '399', ''),
('clocking', 'tritoncts_num_sinks', '8', ''),
('cells_and_area', 'layout-drive-gt1-share', '42.22', '%'),
('drt', 'dr.pass1.iters', '2', ''),
('critical_path', 'critical_path.slowest_cell', 'sky130_fd_sc_hd__dfxtp_2', ''),
('floorplan', 'chipHeight', '80', 'um'),
('drt', 'drt_iter0_drc', '2', ''),
('synth', 'synth_area', '285.3', 'um^2'),
('critical_path', 'critPathLaunchType', 'flop', ''),
('floorplan', 'chipWidth', '80', 'um'),
('global_routing', 'all_layer_gr_usage', '2.208', '%'),
('floorplan', 'row_count', '21', ''),
('critical_path', 'worst_path_dominant_cell_family', 'flip-flops', ''),
('critical_path', 'path_buffers', '1', ''),
('cells_and_area', 'top_register_by_number_of_flip_flops', 'sreg', ''),
('placement', 'place.gp.congestion', '0.7019', ''),
('global_routing', 'first_global_vias', '264', ''),
('synth', 'postSynthSeqShare', '56.14', '%'),
('final_timing', 'hold-worst-slack', '0.4106', 'ns'),
('run', 'tool_warnings', '25', ''),
('final_timing', 'timing_worst_slew_pin_value', '0.2880', 'ns'),
('synth', 'synth.distinct_cells', '5', ''),
('clocking', 'postCtsSetupBuffers', '0', ''),
('critical_path', 'reg2reg_slack', '0.26', 'ns'),
('drt', 'routed-via-count', '239', ''),
('synth', 'yosys_cells', '26', ''),
('critical_path', 'setup.worst_path.end_class', 'primary output', ''),
('critical_path', 'critical-path-max-stage-delay', '0.32', 'ns'),
('critical_path', 'crit_required', '0.80', 'ns'),
('clocking', 'cts_max_path_buffers', '2', ''),
('floorplan', 'floorplan_stage_core_utilization', '8.352', '%'),
('critical_path', 'startpoint_to_endpoint_class_of_the_critical_path', 'flop to primary output', ''),
('final_timing', 'finalHoldViolCount', '0', ''),
('synth', 'ys_seq_elements', '8', ''),
('global_routing', 'number_of_antenna_violations_at_the_first_check_in_global_routing', '0', ''),
('drt', 'drc', '0', ''),
('global_routing', 'pin_count_of_the_biggest_net_entering_global_routing', '9', ''),
('outcome', 'run_status', 'finished, final reports clean', ''),
('cells_and_area', 'largest_reg_flops', '8', ''),
('worst_hold_path', 'hp-class', 'input port to flop', ''),
('global_routing', 'grt_pass1_wl', '1.138', 'mm'),
('cells_and_area', 'finish.cell_count_without_fillers', '91', ''),
('clocking', 'h-tree-depth', '1', ''),
('power', 'pwr_density_cell', '1146', 'nW/um^2'),
('drt', 'insertedDiodeCount', '0', ''),
('critical_path', 'cp_cell_instances', 'clkdlybuf4s15_1', ''),
('cells_and_area', 'area_overhead_of_the_layout_relative_to_synthesis', '86.84', '%'),
('final_timing', 'setup_viol', '0', ''),
('global_routing', 'groute.layer.met1.usage', '2.082', '%'),
('cells_and_area', 'largest_registers', 'sreg (8)', ''),
('final_timing', 'post-route-period-util', '94.02', '%'),
('global_routing', 'grt_util_met3', '0.5682', '%'),
('global_routing', 'globalRoute.busiestLayer', 'met2', ''),
('floorplan', 'io_pins', '12', ''),
('synth', 'ys_warn_count', '1', ''),
('clocking', 'tritoncts', 'yes', ''),
('final_timing', 'grt_setup_unrepaired', 'false', ''),
('final_timing', 'finalClockSkew', '0.001338', 'ns'),
('cells_and_area', 'layout_top_cells_excl_fill_tap', '8 x sky130_fd_sc_hd__mux2i_1, 8 x sky130_fd_sc_hd__nor2_1, 8 x sky130_fd_sc_hd__dfxtp_2', '');
## worst paths after layout
check | cells after the start | start | to
max | 1 | sreg[5] | OUT[5]
min | 4 | EN | sreg[4]
max reg2reg | 3 | sreg[2] | sreg[1]
min reg2reg | 2 | sreg[0] | sreg[0]
## what timing repair did
| action | 4_1_cts | 5_1_grt |
|---|---|---|
| gates resized | 23 | 3 |
| hold buffers | 0 | 0 |
| endpoints found under the setup margin | 8 | 6 |
## report_power, final
part	switching (mW)	internal [mW]	leakage [nW]
logic	0.0199	0.0339	0.158
clock network	0.0929	0.136	0.0138
registers	0.00295	0.325	0.0686
## layer usage
layer	routed length [um]	part of all wire, %
met5	0	0
met4	31	4.2
met3	42	5.6
met2	399	54
met1	271	36
## synthesized netlist by cell type
master	count	area share, %
sky130_fd_sc_hd__buf_1	1	1.3
sky130_fd_sc_hd__buf_6	1	3.9
sky130_fd_sc_hd__dfxtp_1	8	56
sky130_fd_sc_hd__mux2i_1	8	28
sky130_fd_sc_hd__nor2_1	8	11
## metrics by stage
step                TNS, ns  util, %  cell area (um^2)  setup slack [ns]  power (mW)
floorplan                 0        -             285.3            0.3416      0.3582
global placement     -1.814    14.73             503.0           -0.2351      0.3913
detailed placement   -1.732    14.73             503.0           -0.2196      0.3925
CTS                       0    15.64             534.3          0.001254      0.6245
global route              0    15.60             533.0           0.02186      0.6398
finish                    0    15.60             533.0           0.05976      0.6110
## cells by family (layout without fill, tap and decap cells)
| family | after synthesis | count (layout) | share of synthesized area (%) |
|---|---|---|---|
| buffers and inverters | 2 | 21 | 5.262 |
| flip-flops | 8 | 8 | 56.14 |
| AND/OR/NAND/NOR | 8 | 8 | 10.53 |
| multiplexers | 8 | 8 | 28.07 |
## worst reg2reg max path, cell delays in order (launching register included)
cell,delay [ns]
sky130_fd_sc_hd__dfxtp_2,0.31
sky130_fd_sc_hd__buf_4,0.12
sky130_fd_sc_hd__mux2i_1,0.13
sky130_fd_sc_hd__nor2_1,0.05
## area by class of cell
type                    count  area [um^2]  area share [%]
multi-input cells          16        110.1           20.66
repair buffers             18        172.7           32.39
flip-flops and latches      8        170.2           31.92
clock buffers               3        22.52           4.225
well taps                  46        57.56           10.80
Power figures rest on the tool's default switching activity, not on a simulated workload.
